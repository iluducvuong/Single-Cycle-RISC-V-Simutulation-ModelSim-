==> ./run.sh <==
#!/bin/bash
# OpenROAD 26Q1-2900-gdf79404cd8, Yosys 0.63+post, stock flow scripts
make -C /OpenROAD-flow-scripts/flow DESIGN_CONFIG=/design/flow/config.mk WORK_HOME=/design/flow/orfs finish
==> ./config.mk <==
export PLATFORM = sky130hd
export DESIGN_NAME = mux3
export DESIGN_NICKNAME = mux3
export VERILOG_FILES = /design/flow/design.v
export SDC_FILE = /design/flow/constraint.sdc
export NUM_CORES = 4
export LEC_CHECK = 1
export CORE_AREA = 10 10 70 70
export DIE_AREA = 0 0 80 80
==> ./constraint.sdc <==
current_design mux3

set clk_period 2.8
set clk_io_pct 0.2

create_clock -name clk0 -period $clk_period

set non_clock_inputs [all_inputs -no_clocks]
set_input_delay [expr $clk_period * $clk_io_pct] -clock clk0 $non_clock_inputs
set_output_delay [expr $clk_period * $clk_io_pct] -clock clk0 [all_outputs]
==> ./design.v <==
module mux3(sel,in1,in2,in3,out);
input [1:0] sel;
input [31:0] in1;
input [31:0] in2;
input [31:0] in3;
output [31:0] out;
assign out = (sel==0)? in1: (sel==1)? in2 : (sel==2)? in3 :0 ;
endmodule 
==> run notes <==
yosys + openroad results -> status=finished, final reports clean, static leakage=0.803 nW, simple share=0.0175, Req. time, crit path=2.24 ns, Core ar.=3420 um2, total gr overflow=0, share of cells above drive strength 1=0.0850, Comb gate area=677 um2, Fmax=0.384 GHz, Initial DRC Count=22, Mux area share=0.407, die extent in y=80 um, slew of the pin with the lowest slew margin=0.394 ns, yosys adder share=0, Critical Path Source Type=primary input, total track usage=0.132, post-cts resize count=0, Power Density=149 nW/um2, CP Capture Type=output pin, number of cells in Yosys stat=about 77, post-route met1 wirelength=1710 um, crit-path max FO=10, hold crit path type=primary input to output pin, Post-Synthesis Cell Area=a little under 800 um2, cell count after placement=246, CP Capture Point=out[4], Antenna Nets Post-Route=0, filler cell count=a little under 300, num ports=130, chip width=~80 um, WL met2=2360 um, Top cells excl fill/tap=clkdlybuf4s50_1 (129), mux2i_1 (32), o2bb2ai_1 (22), o2bb2ai_2 (10), buf_4 (3), Vias/cell=4.56, Vias=1,121, register area=0 um2, num sequential=0, drt pass-1 iters=4, final wirelength=between 4000 and 5000 um, largest net degree at the start of global routing=33, Seq share, synth=0, buffers and inverters on the worst path=3, drt wl/cell=between 15 and 20 um, PortBufs=130, initial antenna violation count=0, Avg Synthesized Cell Area=10.2 um2, unrepaired setup endpoints after global routing=no, synth warn=0, DRC errors left=0, critical path type=primary input to output pin, Syn-to-layout area delta=166%, Slew Viols, Final=0, Final period util=0.931, Max VDD drop=between 0.00006 and 0.00007 V, first-pass GRT wire length=6780 um, Cell Type Count=8, Max Used Layer=met4, number of diodes=0, relative slew slack=0.737, CP startpoint=sel[1], most numerous logic cell after layout=clkdlybuf4s50_1, TNS Setup=0 ns, tool warnings=33, CTS Hold Bufs=0, yosys aoi share=0.436, Placer Congestion=0.833, Worst path slowest cell=clkdlybuf4s50_1, final hold violations=0, CP dominant cell by count=clkdlybuf4s50_1, cell count after synthesis=77, post-route insts no fill=roughly 250, Post-Synth XOR/XNOR Area=0, yosys stat chip area=787 um2, max_cap viols=0, critical path's largest stage delay=0.49 ns, Worst EP arrival=2.05 ns, die area=6400 um2, Core Util at FP=0.230, vias in the first global route=1,205, postcts setup bufs=0, post-DP HPWL=4160 um, stages on the worst setup path=5, final setup fails=0, clock buf count=0, # rows=21, cells along the critical path=clkdlybuf4s50_1 -> nor2b_4 -> buf_4 -> o2bb2ai_2 -> clkdlybuf4s50_1, routed wl met3=about 540 um, crit path time final=roughly 2.6 ns, comb area leader=AND-OR/OR-AND gates, cell family with the largest share of critical-path delay=buffers and inverters
-- power by group --
part | switching (mW) | internal, mW | leakage [nW]
Clock | 0 | 0 | 0
Sequential | 0 | 0 | 0
Combinational | 0.0798 | 0.231 | 0.803
-- per-layer routing --
metal | track usage | vias up
li1 | - | 564
met1 | 0.150 | 485
met2 | 0.238 | 70
met3 | 0.0466 | 2
met4 | 0.00880 | 0
met5 | 0 | -
-- synthesized netlist by cell type, drive strengths merged --
master   instances  share of area
mux2i           32           0.41
o2bb2ai         32           0.44
buf             10           0.13
clkbuf           2         0.0095
nor2b            1          0.017
-- layout make-up --
type / instances / share of cell area
Tap cell: 46 / 0.0275
Timing Repair Buffer: 135 / 0.649
Multi-Input combinational cell: 65 / 0.323
-- kinds of logic (layout without fill, tap and decap cells) --
family	after synthesis	after routing
AOI/OAI and AO/OA	32	32
buffers and inverters	12	135
and+or+nand+nor	1	1
muxes	32	32
-- worst min path at each step --
stage | from | endpoint | slack, ns | depth (start not counted)
4_1_cts | sel[0] | out[12] | 2.00 | 4
5_1_grt | sel[0] | out[31] | 2.03 | 4
6_report | sel[0] | out[12] | 1.99 | 4
-- through the flow --
step | power, mW | hold slack, ns | utilization | area, um2 | worst slack (ns)
after global placement | 0.312 | 1.99 | 0.613 | 2090 | 0.211
after detailed placement | 0.315 | 2.00 | 0.613 | 2090 | 0.183
after global routing | 0.335 | 2.03 | 0.613 | 2090 | 0.109
after floorplan | 0.0902 | 1.18 | - | 787 | 1.08
final | 0.311 | 1.99 | 0.613 | 2090 | 0.193
after CTS | 0.316 | 2.00 | 0.613 | 2090 | 0.183
Power is estimated from default activity; no workload was simulated.
