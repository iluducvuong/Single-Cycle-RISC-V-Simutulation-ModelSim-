==> flow/design.v <==
`timescale 1ps/1ps 
module PC(clk,reset,
	  pc_in,
          pc_out);
parameter PC_WIDTH_LENGTH=32;
input clk, reset;
reg soft_reset;
input [PC_WIDTH_LENGTH-1:0] pc_in;
initial soft_reset=1;
output reg [PC_WIDTH_LENGTH-1:0] pc_out;
always@(posedge clk) begin
   if (reset==1) soft_reset=1;
   if (soft_reset==1)
        begin
           pc_out = 32'b00000000_00000000_00000000_00000000;
	   soft_reset=0;
        end
   else 
        begin
           pc_out=pc_in;
        end 
end
endmodule
==> flow/run.sh <==
#!/bin/bash
# OpenROAD 26Q1-2900-gdf79404cd8, Yosys 0.63+post, stock flow scripts
make -C /OpenROAD-flow-scripts/flow DESIGN_CONFIG=/design/flow/config.mk WORK_HOME=/design/flow/orfs finish
==> flow/config.mk <==
export PLATFORM = sky130hd
export DESIGN_NAME = PC
export DESIGN_NICKNAME = PC
export VERILOG_FILES = /design/flow/design.v
export SDC_FILE = /design/flow/constraint.sdc
export NUM_CORES = 4
export LEC_CHECK = 1
export CORE_AREA = 10 10 84 84
export DIE_AREA = 0 0 94 94
==> flow/constraint.sdc <==
current_design PC

set clk_period 1.6
set clk_io_pct 0.2

create_clock -name clk0 -period $clk_period [get_ports {clk}]

set non_clock_inputs [all_inputs -no_clocks]
set_input_delay [expr $clk_period * $clk_io_pct] -clock clk0 $non_clock_inputs
set_output_delay [expr $clk_period * $clk_io_pct] -clock clk0 [all_outputs]
==> GITHUB_STEP_SUMMARY <==
### Metrics collected by this job

| Metric | Value |
|---|---|
| Status | completed |
| Hold/Removal Path Class | input port to flip-flop |
| RSZ-0062 raised after global routing | no |
| Total number of yosys warnings | 1 |
| Largest delay contributor family on the critical path | buffers and inverters |
| ANT cells | 0 |
| Buffers from clock root to sink, at most | 2 |
| Clock latency on the worst-skew pair | 270 ps |
| Max-slew violation count | 0 |
| Via count of the routed design | 765 |
| Hold-fix buffer count after cts | 0 |
| Share of synthesized registers carrying an async set or reset | 0% |
| Per-cell via count in the routed design | 3.63 |
| Count of distinct cell types in the synthesized netlist | 5 |
| Final core area utilization | 37.0% |
| Placeable core region | 0.00520 mm2 |
| Clock root buffer master | sky130_fd_sc_hd__clkbuf_8 |
| TritonCTS clock tree | yes |
| Gate Count Post-Synth | 72 |
| Initial standard-cell utilization of the core | 21.6% |
| Type of origin of the critical path | flip-flop |
| DIE WIDTH | 94 um |
| Setup CP Type | flip-flop to output port |
| Residual overflow from global routing | 0 |
| Area share, top type | 58.9% |
| Leakage | 0.685 nW |
| Setup-failing EPs final | 0 |
| Antenna violations before repair | 0 |
| Number of flops mapped to enable cells by yosys | 0 |
| Number of ports placed on the die boundary | 66 |
| Signal arrival time at the worst endpoint | 1070 ps |
| Wire length of the first global-routing pass | 4.57 mm |
| Count of fill cells added during filler insertion | 503 |
| DRT Pass-1 Iters | 2 |
| All-Layer GR Usage | 6.54% |
| Post-route fraction of the period consumed by the critical path | 86.8% |
| Tool warnings | 25 |
| Summed standard-cell area reported by yosys | 0.00112 mm2 |
| Layout area overhead | 71.8% |
| Via count of the first global-routing pass | 886 |
| Top post-synthesis cells by area | sky130_fd_sc_hd__dfxtp_1, sky130_fd_sc_hd__nor3b_2, sky130_fd_sc_hd__buf_6 |
| Worst supply voltage drop on vdd | 0.484 mV |
| Slowest cell on the critical path | sky130_fd_sc_hd__clkdlybuf4s50_1 |
| Total design power | 1.81 mW |
| Total routed wirelength | 2.78 mm |
| Pin count of the biggest net entering global routing | 21 |
| Yosys cell count | 72 |
| Post-layout min period | 1390 ps |
| Mean routed wirelength per cell | 13.2 um |
| Worst stage delay on the critical path | 480 ps |
| Number of buffers inserted during clock tree synthesis | 5 |
| Peak Freq | 0.720 GHz |
| Non-filler cells, final | 211 |
| Tally of max-capacitance violations | 0 |
| Sum of negative setup slack | 0 ps |
| Critical Path End Type | output port |
| Placer Congestion | 0.692 |
| Post-CTS Resized | 0 |
| Chip Footprint | 0.00884 mm2 |
| Top cell type by total area after synthesis | sky130_fd_sc_hd__dfxtp_1 |
| Seq/Total Area, Yosys | 58.9% |
| Seq cells post-synth | 33 |
| Chip height | 94 um |
| Synth Area per Inst | 15.6 um2 |
| Post-Syn Area | 0.00112 mm2 |
| Input/output buffers | 65 |
| Post-CTS Setup Inserts | 0 |
| Detailed placer's ending HPWL | 2.19 mm |
| Cells along the critical path | clkdlybuf4s50_1 |
| Post-synth top cells | sky130_fd_sc_hd__dfxtp_1, sky130_fd_sc_hd__nor3b_2, sky130_fd_sc_hd__buf_6 |
| Power per Cell Area | 937 mW/mm2 |
| Drc violations | 0 |
| Synth top cell by count | sky130_fd_sc_hd__dfxtp_1 |
| Hold violation count in the final report | 0 |
| Clock tree sinks | 33 |
| Leading register cell type out of synthesis | sky130_fd_sc_hd__dfxtp_1 |
| Number of buffers and inverters on the critical path | 1 |
| Worst endpoint required time | 1280 ps |
| Cell Count Post-Placement | 204 |
| Post-route antenna net violation count | 0 |
| Critical Path Fanout Max | 1 |
| Number of DRC violations after detailed-routing iteration 0 | 3 |
| Final clock skew | 5.31 ps |
| Total number of placement rows | 26 |
| Layout cell share with drive strength beyond 1 | 29.8% |
| Clock-pin slew on the worst setup and hold paths | 70 ps |
| CTS H-Tree Depth | 2 |
==> cells by family after synthesis <==
family / synth area share (%)
flip-flops: 58.9
other: 0.334
AND/OR/NAND/NOR: 34.8
buffers and inverters: 6.02
==> per-layer routing <==
layer,wire length (um),track usage [%],vias to the layer above
met4,22,1.01,0
met5,0,0,-
met2,1160,9.04,50
met3,528,5.25,3
met1,1070,7.91,335
li1,-,-,377
==> report_power, final <==
| group | leakage [nW] | switching [mW] | internal, mW |
|---|---|---|---|
| clock | 0.0540 | 0.274 | 0.452 |
| sequential | 0.271 | 0.00792 | 0.855 |
| combinational | 0.360 | 0.0597 | 0.158 |
| total | 0.685 | 0.341 | 1.47 |
==> layout make-up <==
cell class | count | area, um2 | area share (%)
clock buffer | 5 | 68.8 | 3.57
sequential | 33 | 662 | 34.3
tap | 70 | 87.6 | 4.54
timing repair buffer | 68 | 681 | 35.3
clock inverter | 2 | 35.0 | 1.82
multi-input combinational | 33 | 394 | 20.4
==> flip-flops by register name, indices dropped and copies added (netlist names) <==
register	flops
soft_reset	1
pc_out	32
==> placed cells by master (no fill, tap or decap) <==
master                            netlist  final
sky130_fd_sc_hd__nor3b_1                2      2
sky130_fd_sc_hd__conb_1                 1      1
sky130_fd_sc_hd__dfxtp_2                0      1
sky130_fd_sc_hd__buf_2                  0      1
sky130_fd_sc_hd__buf_12                 0      1
sky130_fd_sc_hd__nor3b_2               30     30
sky130_fd_sc_hd__clkdlybuf4s50_1        0     64
sky130_fd_sc_hd__clkbuf_8               0      5
sky130_fd_sc_hd__dfxtp_1               33     32
sky130_fd_sc_hd__clkinv_2               0      1
sky130_fd_sc_hd__bufinv_16              0      1
sky130_fd_sc_hd__buf_4                  0      2
==> stage by stage <==
step	instance area, um2	hold slack, ps	worst slack, ps
2_1_floorplan	1120	396	856
3_3_place_gp	1820	648	505
3_5_place_dp	1820	652	503
4_1_cts	1930	494	187
5_1_grt	1930	501	133
6_report	1930	499	212
==> final timing paths <==
| check | startpoint | to | slack, ps | cells after the start |
|---|---|---|---|---|
| max | pc_out[20] | pc_out[20] | 210 | 1 |
| min | reset | pc_out[19] | 500 | 2 |
| max reg2reg | soft_reset | pc_out[29] | 760 | 2 |
| min reg2reg | soft_reset | pc_out[10] | 650 | 2 |
Power is estimated from default activity; no workload was simulated.
