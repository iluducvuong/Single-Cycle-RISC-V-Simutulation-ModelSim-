==> ./design.v <==
`timescale 1ps/1ps
module Reg(clk,RegWEn,inst,DataD,DataA,DataB);
input clk,RegWEn;
input [31:0] inst,DataD;
output [31:0] DataA,DataB;
reg [31:0] data[0:31];
wire [4:0] AddrA,AddrB,AddrD;
integer k;
assign AddrD = inst[11:7];
assign AddrA = inst[19:15];
assign AddrB = inst[24:20];
assign DataA = |AddrA ? data[AddrA] : 0 ;
assign DataB = |AddrB ? data[AddrB] : 0 ;
initial begin
	for (k=0;k<32;k=k+1) data[k]=32'b0; 
end
always @(posedge clk)
begin
	data[0]=32'b0;
	if (RegWEn) data[AddrD] <= DataD;
end
endmodule
==> ./run.sh <==
#!/bin/bash
# OpenROAD 26Q1-2900-gdf79404cd8, Yosys 0.63+post, stock flow scripts
make -C /OpenROAD-flow-scripts/flow DESIGN_CONFIG=/design/flow/config.mk WORK_HOME=/design/flow/orfs finish
==> ./config.mk <==
export PLATFORM = sky130hd
export DESIGN_NAME = Reg
export DESIGN_NICKNAME = Reg
export VERILOG_FILES = /design/flow/design.v
export SDC_FILE = /design/flow/constraint.sdc
export NUM_CORES = 4
export LEC_CHECK = 1
export CORE_UTILIZATION = 30
==> ./constraint.sdc <==
current_design Reg

set clk_period 9.4
set clk_io_pct 0.2

create_clock -name clk0 -period $clk_period [get_ports {clk}]

set non_clock_inputs [all_inputs -no_clocks]
set_input_delay [expr $clk_period * $clk_io_pct] -clock clk0 $non_clock_inputs
set_output_delay [expr $clk_period * $clk_io_pct] -clock clk0 [all_outputs]
==> job_summary.md <==
## PnR job results

| Metric | Value |
|---|---|
| CP Data Required Time | 7.52 ns |
| CTS Buf Count | 104 |
| DRC Markers | 0 |
| WP buf/inv | 4 |
| Postcts setup bufs | 0 |
| Synth-to-Final Area Change | 15.39% |
| Clock Path Buffers | 3 |
| Max Transition Viols Final | 0 |
| Cycle use final | 0.7882 |
| Power Density | around 190 nW/um2 |
| Via/cell ratio | between 5 and 6 |
| Die extent in y | 401.3 um |
| Synth mux share | 0.2495 |
| Synthesis Warnings | 1 |
| Max-cap check violation count | 0 |
| Router iterations before antenna repair | 6 |
| Register with the most flip-flops | data |
| Clk slew on worst S/H paths | 0.06 ns |
| Pre-CTS setup slack | 2.102 ns |
| Area of the die | 161,100 um2 |
| Final hold violations | 0 |
| CP max FO | 33 |
| First-pass GRT wire length | 214,300 um |
| Hold Buf Count CTS | 0 |
| HP Class | in -> reg |
| Final TNS setup | 0 ns |
| RSZ-0062 raised after global routing | false |
| Clk Tree Root Cell | clkbuf_16 |
| Via total after detailed routing | 27,640 |
| Slowest CP cell | buf_4 |
| Fmax | 0.1350 GHz |
| Total Wirelength | roughly 150,000 um |
| Yosys cell types | 40 |
| WHS Path Cells | 2 |
| Seq pwr share | 0.497 |
| Clk pwr share | 0.413 |
| Leakage | 17.64 nW |
| Simple-Gate Area Share | 0.02751 |
| Hold Crit Endpoint | data[1][23]$_DFFE_PP_ |
| Synth Cell Area | approximately 48,000 um2 |
| VDD IR-drop max | 0.1532 mV |
| FP Core Util | 0.3020 |
| Asr flop ratio synth | 0 |
| CP Launch Type | input port |
| Outcome | complete, no violations |
| Largest net degree at the start of global routing | 90 |
| Most common cell in the synthesized netlist | edfxtp_1 |
| # setup viols final | 0 |
| Crit end category | primary output |
| Dominant combinational family | multiplexers |
| Sw Pwr | between 2 and 2.5 mW |
| Share of layout cells above drive strength 1 | 0.2753 |
| Port buffer count | 112 |
| Register area share after synthesis | 0.6361 |
| Log Warnings | 43 |
| Grt total ovfl | 0 |
| Max reg flops | 1,024 |
| Slew headroom | 0.4304 |
| Io pins | 130 |
| PnR worst setup slack | 1.991 ns |
| Die W | approximately 400 um |
| Syn Area/Cell | 18.35 um2 |
| CTS tree | built |
| Commonest flop | edfxtp_1 |
| CTS Sinks | slightly above 1,000 |
| Drt wl/cell | 31.01 um |
| Top cells by count, synth | edfxtp_1 (992), mux4_2 (329), mux2i_1 (320) |
| Largest delay share family, worst path | buffers and inverters |
| Tmin final | 7.409 ns |
| CP cell instances | buf_4, buf_4, or3b_4, buf_4, o221ai_1, a221oi_2, a211oi_1, clkdlybuf4s50_1 |
| CP max stage delay | 0.74 ns |
| # Cells Yosys | 2,607 |
| Logic pwr share | 0.089 |
| CP Class | in -> out |
| Cells after Synth | between 2,000 and 3,000 |
| Area fraction in xor and xnor cells | 0 |
| Post-route ant nets | 0 |
| Ys flops | 1,024 |
| Final HPWL DP | 86,100 um |
| DR iter-0 viols | 1,841 |
| Post-Synth AOI/OAI Area | 0.06094 |
| Worst-Margin Slew | 0.8493 ns |
| Area leader share | 0.6227 |
| Sw frac | 0.2274 |
| Min-delay src | DataD[23] |
| Vias in the first global route | between 30,000 and 40,000 |
| Synth area leader | edfxtp_1 |
| EDFF count, synth | just under 1,000 |
| GRT Total Usage | 0.2007 |
| WP data arrival | between 5 and 6 ns |
| Cell area leaders | edfxtp_1 (62%), mux4_2 (15%), mux2i_1 (6.7%) |
| Adder Area Share | 0 |
| CP dominant cell by count | buf_4 |
| Yosys Chip Area | 47,840 um2 |
| Post_cts resized | 0 |
| Num rows | 146 |
| Initial antenna violation count | 9 |
| Gpl congestion | 0.8888 |
| # H-tree levels | 3 |
| Core area | 158,400 um2 |
| Internal power | 7.890 mW |
| Top flop regs | data (1024) |
-- worst max-delay path by stage --
stage | startpoint | end | depth (start not counted) | slack, ns
4_1_cts | inst[23] | DataB[1] | 8 | 2.08
6_report | inst[23] | DataB[30] | 8 | 1.99
5_1_grt | inst[21] | DataB[13] | 8 | 1.94
-- placed cells by master (no fill, tap or decap), types with 8 or more instances in the layout --
master	netlist	final
a211oi_1	64	64
a21oi_1	32	32
a221oi_1	20	20
a221oi_2	26	26
a22oi_1	64	64
a311oi_1	32	32
and2_1	33	33
buf_4	55	131
bufinv_16	0	10
clkbuf_1	78	25
clkbuf_16	0	106
clkbuf_8	0	12
clkdlybuf4s50_1	0	102
clkinv_1	0	11
clkinv_2	0	19
clkinvlp_4	0	8
dfxtp_1	32	32
edfxtp_1	992	992
mux2_2	64	64
mux2i_1	320	320
mux4_1	23	23
mux4_2	329	329
nand2_1	101	101
nand4_1	32	32
nor2_4	0	36
nor2b_1	36	32
o2111ai_1	18	18
o21ai_0	42	42
o221ai_1	64	64
-- per-layer routing --
metal / GRT usage / part of all wire
met1: 0.2090 / 0.31
met2: 0.3002 / 0.47
met3: 0.1678 / 0.19
met4: 0.06070 / 0.037
met5: 0.01338 / 0.0017
-- power groups by stage --
stage         Sequential, mW  Combinational, mW  Clock [mW]
finish                  5.08              0.913        4.22
global route            5.08              0.971        4.42
CTS                     5.08              0.920        4.28
-- logic make-up after synthesis --
| family | after synthesis |
|---|---|
| AOI/OAI and AO/OA | 366 |
| and+or+nand+nor | 261 |
| DFF | 1024 |
| muxes | 736 |
| buffers and inverters | 220 |
-- final cells by class --
| cell class | count | area (um2) |
|---|---|---|
| clock inverter | 55 | 594.3 |
| timing repair buffer | 246 | 2182 |
| sequential | 1024 | 30430 |
| multi-input combinational | 1363 | 16470 |
| tap | 2072 | 2592 |
| fill | 14440 | 103200 |
| clock buffer | 143 | 2912 |
| inverter | 2 | 10.01 |
| antenna | 3 | 7.507 |
-- stage by stage --
step	total power, mW	hold slack [ns]	area (um2)	utilization	cells
after floorplan	5.681	1.979	47840	-	2607
after CTS	10.28	1.944	55190	0.3485	4905
final	10.21	1.977	55200	0.3485	4908
after global placement	6.089	2.709	51690	0.3264	4707
after global routing	10.48	1.993	55200	0.3485	4906
after detailed placement	6.091	2.711	51690	0.3264	4707
Power figures rest on the tool's default switching activity, not on a simulated workload.
